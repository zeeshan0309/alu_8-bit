===== flow/config.mk =====
export PLATFORM = sky130hd
export DESIGN_NAME = alu_8_bit
export DESIGN_NICKNAME = alu_8_bit
export VERILOG_FILES = /design/flow/design.v
export SDC_FILE = /design/flow/constraint.sdc
export NUM_CORES = 4
export LEC_CHECK = 1
export CORE_AREA = 10 10 88 88
export DIE_AREA = 0 0 98 98

===== flow/constraint.sdc =====
current_design alu_8_bit

set clk_period 1.0
set clk_io_pct 0.2

create_clock -name clk0 -period $clk_period [get_ports {clk}]

set non_clock_inputs [all_inputs -no_clocks]
set_input_delay [expr $clk_period * $clk_io_pct] -clock clk0 $non_clock_inputs
set_output_delay [expr $clk_period * $clk_io_pct] -clock clk0 [all_outputs]

===== flow/design.v =====
module alu_8_bit(alu_out, carry_out, in_a, in_b, opCode, clk, rst);
  output reg [7:0]alu_out;
  output reg carry_out;
  input [7:0] in_a;
  input [7:0] in_b;
  input [3:0] opCode;
  input clk, rst;			 
  wire [7:0] add_out;
  wire [7:0] subt_out;
  wire [7:0] l_sh_out;
  wire [7:0] r_sh_out;
  wire [7:0] rng_l_out;
  wire [7:0] rng_r_out;
  wire [7:0] band_out;
  wire [7:0] bor_out;
  wire [7:0] bxor_out;
  wire [7:0] equl_out;
  wire [7:0] alu_out_temp;
  wire carry_temp;
  wire [9:0] carry;
  add_8_bit M0(add_out, carry[0], in_a, in_b);
  sub_8_bit M1(subt_out, carry[1], in_a, in_b);
  left_shft M2(l_sh_out, carry[2], in_a);
  right_shft M3(r_sh_out, carry[3], in_a);
  ring_lt M4(rng_l_out, carry[4], in_a);
  ring_rt M5(rng_r_out, carry[5], in_a);
  bitw_and M6(band_out, carry[6], in_a, in_b);
  bitw_or M7(bor_out, carry[7], in_a, in_b);
  bitw_xor M8(bxor_out, carry[8], in_a, in_b);
  equl M9(equl_out, carry[9], in_a, in_b);
  mux_8bit M10(alu_out_temp, opCode, add_out, subt_out, l_sh_out, r_sh_out, rng_l_out, rng_r_out, band_out, bor_out, bxor_out, equl_out, 8'b0, 8'b0, 8'b0, 8'b0, 8'b0, 8'b0);
  mux_1bit M11(carry_temp, opCode, carry[0], carry[1], carry[2], carry[3], carry[4], carry[5], carry[6], carry[7], carry[8], carry[9], 1'b0, 1'b0, 1'b0, 1'b0, 1'b0, 1'b0);
  always@(posedge clk, negedge rst) begin
    if(!rst) begin
      alu_out <= 8'b0;
      carry_out <= 1'b0;
    end
    else begin
      alu_out <= alu_out_temp;
      carry_out <= carry_temp;
    end
  end
endmodule
module add_8_bit(out, cr, in1, in2);		 
  output reg [7:0]out;
  output reg cr;
  input [7:0]in1;
  input [7:0]in2;
  reg [8:0] total;
  always@(*) begin
    total[8:0] <= in1 + in2;
    cr <= total[8];
    out[7:0] <= total[7:0];
  end
endmodule
module sub_8_bit(out, cr, in1, in2);		 
  output reg [7:0]out;
  output reg cr;
  input [7:0]in1;
  input [7:0]in2;
  reg [7:0]neg_in2;
  always@(*) begin
    neg_in2 <= ~(in2)+8'b00000001;
    out <= in1 + neg_in2;
    cr <= (in1>in2 || in1==in2)?0:1;
  end
endmodule
module left_shft(out, cr, in);		 
  output reg [7:0]out;
  output reg cr;
  input [7:0] in;
  always@(*) begin
    out[7:0] <= {in[6:0], 1'b0};
    cr <= 1'b0;
  end
endmodule
module right_shft(out, cr, in);		 
  output reg [7:0]out;
  output reg cr;
  input [7:0] in;
  always@(*) begin
    out[7:0] <= {1'b0, in[7:1]};
    cr <= 1'b0;
  end
endmodule
module ring_rt(out, cr, in);		 
  output reg[7:0] out;
  output reg cr;
  input [7:0] in;
  always@(*) begin
    out[7:0] <= {in[0], in[7:1]};
    cr <= 1'b0;
  end
endmodule
module ring_lt(out, cr, in);		 
  output reg [7:0] out;
  output reg cr;
  input [7:0] in;
  always@(*) begin
    out[7:0] <= {in[6:0], in[7]};
    cr <= 1'b0;
  end
endmodule
module bitw_and(out, cr, in1, in2);		 
  output reg [7:0] out;
  output reg cr;
  input [7:0] in1;
  input [7:0] in2;
  always@(*) begin
    out <= in1 & in2;
    cr <= 1'b0;
  end
endmodule
module bitw_or(out, cr, in1, in2);		 
  output reg [7:0] out;
  output reg cr;
  input [7:0] in1;
  input [7:0] in2;
  always@(*) begin
    out <= in1 & in2;
    cr <= 1'b0;
  end
endmodule
module bitw_xor(out, cr, in1, in2);		 
  output reg [7:0] out;
  output reg cr;
  input [7:0] in1;
  input [7:0] in2;
  always@(*) begin
    out <= in1 ^ in2;
    cr <= 1'b0;
  end
endmodule
module equl(out, cr, in1, in2);		 
  output reg [7:0] out;
  output reg cr;
  input [7:0] in1;
  input [7:0] in2;
  always@(*) begin
    out <= (in1==in2)?8'b00000001:8'b00000000;
    cr <= 1'b0;
  end
endmodule
module mux_8bit(out, sel, I0, I1, I2, I3, I4, I5, I6, I7, I8, I9, I10, I11, I12, I13, I14, I15);				 
  output reg [7:0] out;
  input [3:0]sel;
  input [7:0]I0, I1, I2, I3, I4, I5, I6, I7, I8, I9, I10, I11, I12, I13, I14, I15;
  always@(*) begin
    case(sel)
      4'b0000: out <= I0;
      4'b0001: out <= I1;
      4'b0010: out <= I2;
      4'b0011: out <= I3;
      4'b0100: out <= I4;
      4'b0101: out <= I5;
      4'b0110: out <= I6;
      4'b0111: out <= I7;
      4'b1000: out <= I8;
      4'b1001: out <= I9;
      4'b1010: out <= I10;
      4'b1011: out <= I11;
      4'b1100: out <= I12;
      4'b1101: out <= I13;
      4'b1110: out <= I14;
      4'b1111: out <= I15;
    endcase
  end
endmodule
module mux_1bit(out, sel, I0, I1, I2, I3, I4, I5, I6, I7, I8, I9, I10, I11, I12, I13, I14, I15);				 
  output reg out;
  input [3:0]sel;
  input I0, I1, I2, I3, I4, I5, I6, I7, I8, I9, I10, I11, I12, I13, I14, I15;
  always@(*) begin
    case(sel)
      4'b0000: out <= I0;
      4'b0001: out <= I1;
      4'b0010: out <= I2;
      4'b0011: out <= I3;
      4'b0100: out <= I4;
      4'b0101: out <= I5;
      4'b0110: out <= I6;
      4'b0111: out <= I7;
      4'b1000: out <= I8;
      4'b1001: out <= I9;
      4'b1010: out <= I10;
      4'b1011: out <= I11;
      4'b1100: out <= I12;
      4'b1101: out <= I13;
      4'b1110: out <= I14;
      4'b1111: out <= I15;
    endcase
  end
endmodule

===== flow/run.sh =====
#!/bin/bash
# OpenROAD 26Q1-2900-gdf79404cd8, Yosys 0.63+post, stock flow scripts
make -C /OpenROAD-flow-scripts/flow DESIGN_CONFIG=/design/flow/config.mk WORK_HOME=/design/flow/orfs finish

==> out/metrics.csv <==
metric,value,unit
status,"complete, but fails checks",
violations,setup timing,
io_pins,31,
crit_required,1.10,ns
numSynthFlops,9,
vias_per_cell,4.88,
hold_violations,0,
synth.area.top_cells,"dfrtp_1 15%, ha_1 15%, nor2_1 4.6%, a21oi_1 4.5%, inv_1 4.4%",
synth_cells,197,
lay_top_count,buf_4,
syn_area,1460,µm²
grtUsageTotal,0.106,
critPathBufInv,1,
drive_gt1_frac,0.493,
final.setup.tns,-4.49,ns
critPathKind,input port to flip-flop,
p_per_area,754,nW/µm²
cts_buffers,3,
seqCellArea,225,µm²
end_kind,flip-flop,
grt_max_degree,18,
finalSetupViolCount,9,
first_iter_violations,151,
routed_wl,5240,µm
p_switching,0.697,mW
total_power,2.04,mW
ys_async_sr_fraction,1.00,
utilization,0.456,
internal_power,1.34,mW
clock_power_share,0.204,
warning_count,37,
cts-htree-levels,1,
cp.arrival,1.79,ns
drt-pass1-iter-count,4,
die_x,98,µm
final_cells,365,
rows,28,
area_delta_synth_final,84.8,%
drv_slew,0,
min_period_over_period,1.69,
die_height,98,µm
ant_nets,0,
grt_first_pass_wirelength,8690,µm
top_area_cell,dfrtp_1,
synth_top_area_share,0.154,
num_antenna_cells,0,
start_kind,input port,
core,5920,µm²
switching_share,0.342,
worstMarginPinSlew,0.307,ns
netlist-cell-type-count,46,
gp_congestion,0.952,
rsz0062_at_grt,true,
critical-path-slowest-cell,fa_2,
edf_count,0,
hp-class,input port to async pin,
yosys_warnings,13,
startpoint,in_a[0],
cts_tree,done,
max_stage_delay,0.38,ns
antenna_found_initial,0,
dp_cells,356,
vias,1781,
max_freq,591,MHz
drc,0,
layout_setup_ws,-0.691,ns
yosysChipArea,1460,µm²
cp_top_family,AND-OR/OR-AND gates,
peakVddDrop,0.514,mV
logic_area,1390,µm²
layout_top_cells,"61 x buf_4, 16 x nand2_1, 15 x nor2_1, 13 x buf_6",
pwr-share-comb,0.590,
dpl.hpwl,4290,µm
ys_seq_frac,0.154,
dp_worst_setup_slack,-1.42,ns
relSlewSlack,0.792,
n_fill_cell,584,
syn_area_per_cell,7.42,µm²
drt-wirelength-per-cell,14.3,µm
ff_type,dfrtp_1,
port_buffers,30,
clk_path_buf_depth,2,
sequentialPowerShare,0.206,
grt_pass1_vias,1727,
fp_util,0.247,
overflow,0,
yosys_cells,197,
p_leak,1.20,nW
cp_cell_sequence,buf_12 > ha_4 > fa_2 > nor2b_4 > o21a_1 > o21bai_1 > a221o_1 > nor4bb_2 > a31oi_1,
die_area,9600,µm²
clock-root-buffer,clkbuf_8,
fin_crit,1.69,ns
cts.sinks,9,
cts.reportedPaths.clkPinSlew,0.05,ns
cap_violations,0,
path_max_fanout,3,
-- metal layers --
metal	vias to the layer above	wire length, µm	GRT usage
met3	4	316	0.0263
met2	40	2290	0.165
met4	0	44	0.0123
met5	-	0	0
li1	904	-	-
met1	833	2580	0.148
-- logic make-up after synthesis --
| kind of cell | count (synthesis) | synth area share |
|---|---|---|
| xor+xnor | 4 | 0.0240 |
| flops | 9 | 0.154 |
| simple gates | 64 | 0.216 |
| compound gates | 65 | 0.301 |
| fa+ha+maj | 19 | 0.173 |
| mux | 6 | 0.0428 |
| buf+inv | 30 | 0.0899 |
-- worst max-delay path by stage --
| stage | cells past startpoint | to |
|---|---|---|
| finish | 9 | alu_out[6] |
| global route | 9 | alu_out[6] |
| CTS | 10 | alu_out[6] |
-- what timing repair did --
action                     in CTS  in global routing
setup endpoints to repair      18                  9
resized                       125                 22
pin swaps                      35                 15
cloned                          0                  0
setup buffers                   6                  1
hold buffers                    0                  0
-- power groups by stage --
stage,combinational (mW),sequential [mW],clock (mW)
4_1_cts,1.14,0.421,0.422
5_1_grt,1.31,0.423,0.449
6_report,1.20,0.420,0.415
-- registers in the layout, summed over array words and instances, names as in the netlist --
signal / flops
carry_out: 1
alu_out: 8
-- cells in the mapped netlist (2+ instances only) --
cell type	count
inv_1	17
nand2_1	16
o21ai_0	10
nand4_1	3
o21bai_1	3
nand3_1	2
xnor2_1	4
a21o_1	4
o21a_1	4
buf_6	2
nor2_1	18
o31ai_1	2
o211ai_1	4
dfrtp_1	9
a221o_1	2
mux2i_1	4
and3_1	3
fa_1	2
nor2b_1	4
a211oi_1	3
and2_1	3
o22ai_1	2
mux2_2	2
clkbuf_1	5
nor3_1	7
o221ai_1	2
a21oi_1	13
nor4_1	2
o311ai_0	2
a31oi_1	5
a221oi_1	3
buf_2	3
ha_1	17
buf_1	3
-- layout make-up --
cell class                      count  share of cell area
Tap cell                           75              0.0348
Clock buffer                        4              0.0167
Timing Repair Buffer              102               0.316
Inverter                           17              0.0338
Multi-Input combinational cell    158               0.515
Sequential cell                     9              0.0834
-- stage by stage --
step,hold slack [ns],cell area [µm²]
4_1_cts,0.263,2630
2_1_floorplan,-0.0956,1590
3_5_place_dp,0.496,2400
3_3_place_gp,0.500,2400
5_1_grt,0.278,2700
6_report,0.259,2700
Power and IR drop assume default switching activity.
